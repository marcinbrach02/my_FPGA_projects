<file path="config.mk">
export PLATFORM = sky130hd
export DESIGN_NAME = Blinking_Point
export DESIGN_NICKNAME = Blinking_Point
export VERILOG_FILES = /design/flow/design.v
export SDC_FILE = /design/flow/constraint.sdc
export NUM_CORES = 4
export LEC_CHECK = 1
export CORE_UTILIZATION = 30
</file>
<file path="constraint.sdc">
current_design Blinking_Point

set clk_period 4.7
set clk_io_pct 0.2

create_clock -name clk0 -period $clk_period [get_ports {clock}]

set non_clock_inputs [all_inputs -no_clocks]
set_input_delay [expr $clk_period * $clk_io_pct] -clock clk0 $non_clock_inputs
set_output_delay [expr $clk_period * $clk_io_pct] -clock clk0 [all_outputs]
</file>
<file path="design.v">
module Blinking_Point(
	input clock,
	input reset,
	input rate,
	output wire clock_out,	
	output wire [17:0] out
);
reg [25:0] period;
reg [25:0] counter;
reg [17:0] register;
wire clock_in, clock_new, clock_deb;
wire rst = !reset;
wire tempo = !rate;
assign out = register;			
assign clock_in = period[25];
assign clock_new = period[counter];
assign clock_out = period[counter];
always @(posedge clock or posedge rst)           
    if(rst)                                   
        period <= 'b0;
    else
        period <= period + 'b1;
always @(posedge clock_deb or posedge rst)
	if(rst)
		counter <= 'd25;
	else if (counter == 'd15)
		counter <= 'd25;	
	else
			counter <= counter - 1;
always @ (posedge clock_new or posedge rst)
	if(rst)
		register <= 'd0;
	else if (register == 'd0)
		register <= 17'h00001;    
	else if (clock_deb)
		register <= 'd0;			
	else 
			register <= register << 1;
debouncer debouncer1(
.CLK(clock_in),
.RST(rst), 
.I(tempo),
.O(clock_deb)
);
endmodule
module debouncer( 
	input wire RST, 
	input wire CLK, 
	input wire I, 
	output reg O 
);
parameter MIN_LEN = 2;   
localparam WAIT_I= 0, SET_O = 1, DECR_DCNT = 2;
reg[2:0] state, next_state;
reg[7:0] DCNT;
always @ (posedge CLK or posedge RST)
	if (RST) state <= WAIT_I;
	else state <= next_state;
always @(*) 
begin
	case (state)
		WAIT_I : if (I) next_state <= SET_O;
					else next_state <= WAIT_I;
		SET_O: next_state <= DECR_DCNT;
		DECR_DCNT: if (DCNT==0) next_state <= WAIT_I;
					  else next_state <= DECR_DCNT;
	default : next_state <= WAIT_I;
	endcase
end
always@(posedge CLK or posedge RST)
	if(RST) DCNT <= 'd0;
	else if(next_state == SET_O ) DCNT <= MIN_LEN ;
	else if(next_state == DECR_DCNT) DCNT <= DCNT - 'd1;
	else DCNT <= DCNT;
always @(posedge CLK or posedge RST)
	if(RST) O <= 1'b0;
	else if(next_state== SET_O) O <= 1'b1;
	else O <= 1'b0;
endmodule
</file>
<file path="run.sh">
#!/bin/bash
# OpenROAD 26Q1-2900-gdf79404cd8, Yosys 0.63+post, stock flow scripts
make -C /OpenROAD-flow-scripts/flow DESIGN_CONFIG=/design/flow/config.mk WORK_HOME=/design/flow/orfs finish
</file>
==> run_summary.xml <==
<?xml version="1.0" encoding="UTF-8"?>
<metrics>
  <group name="status">
    <metric name="outcome" unit="">complete, no violations</metric>
  </group>
  <group name="floorplanning">
    <metric name="floorplan_row_count" unit="">40</metric>
    <metric name="die_area" unit="um^2">12800</metric>
    <metric name="io-pin-count" unit="">22</metric>
    <metric name="die_width" unit="um">113</metric>
    <metric name="core_util_floorplan" unit="%">30.8</metric>
    <metric name="design.core.area" unit="um^2">12100</metric>
    <metric name="floorplan.die.height" unit="um">113</metric>
  </group>
  <group name="place">
    <metric name="port-buffer-count" unit="">21</metric>
    <metric name="detailedPlacementHpwl" unit="mm">4.67</metric>
    <metric name="dpl-instance-area" unit="um^2">4120</metric>
    <metric name="dp.cells" unit="">503</metric>
    <metric name="pre_cts_slack" unit="ns">1.59</metric>
    <metric name="globalplace.congestion" unit="">0.779</metric>
  </group>
  <group name="timing">
    <metric name="setup_viol" unit="">0</metric>
    <metric name="post-route-period-util" unit="%">71.3</metric>
    <metric name="max_freq" unit="MHz">299</metric>
    <metric name="fin_tns_setup" unit="ns">0</metric>
    <metric name="timing.final.ws_setup" unit="ns">1.35</metric>
    <metric name="worst_slew_pin_slew" unit="ns">0.602</metric>
    <metric name="skew" unit="ns">0.00514</metric>
    <metric name="unconstrained_endpoints" unit="">74</metric>
    <metric name="final_period_minus_worst_setup_slack" unit="ns">3.35</metric>
    <metric name="timing_max_transition_violations_final" unit="">0</metric>
    <metric name="slew_headroom" unit="%">59.7</metric>
    <metric name="unclocked_pins" unit="">56</metric>
    <metric name="hold_violations_final" unit="">0</metric>
    <metric name="setup_repair_after_global_routing_missed_its_margin" unit="">no</metric>
  </group>
  <group name="clock_network">
    <metric name="numCtsBuffers" unit="">3</metric>
    <metric name="cts_root_buffer" unit="">sky130_fd_sc_hd__clkbuf_16</metric>
    <metric name="ctsResizeCount" unit="">0</metric>
    <metric name="clk_slew_on_worst_s_h_paths" unit="ns">0.06</metric>
    <metric name="cts.hold.buffers_added" unit="">0</metric>
    <metric name="post-cts-setup-buffers" unit="">0</metric>
    <metric name="worst_skew_pair.late_latency" unit="ns">0.26</metric>
    <metric name="tritoncts" unit="">built</metric>
    <metric name="htreeDepth" unit="">1</metric>
    <metric name="cts_buffer_depth" unit="">2</metric>
  </group>
  <group name="global_routing">
    <metric name="global_route.usage.total" unit="%">10.4</metric>
    <metric name="number_of_antenna_violations_at_the_first_check_in_global_routing" unit="">0</metric>
    <metric name="grt_pass1_vias" unit="">2271</metric>
    <metric name="gr-total-overflow" unit="">0</metric>
    <metric name="grt_start_max_net_pins" unit="">45</metric>
    <metric name="grt_pass1_wl" unit="mm">10.8</metric>
  </group>
  <group name="cells_and_area">
    <metric name="area_growth_syn_to_layout" unit="%">12.8</metric>
    <metric name="layout-drive-gt1-share" unit="%">7.69</metric>
    <metric name="layoutNonFillerInstCount" unit="">506</metric>
    <metric name="fillers" unit="">1183</metric>
    <metric name="layout.cells.most_common_list" unit="">sky130_fd_sc_hd__dfrtp_1 (78), sky130_fd_sc_hd__xnor2_1 (26), sky130_fd_sc_hd__nor2_1 (25)</metric>
    <metric name="layout.cells.most_common" unit="">sky130_fd_sc_hd__dfrtp_1</metric>
    <metric name="layout.cell_area.non_filler" unit="um^2">4190</metric>
  </group>
  <group name="pwr">
    <metric name="ir_worst_vdd" unit="mV">0.117</metric>
    <metric name="internal-power" unit="uW">338</metric>
    <metric name="totalPowerFinal" unit="uW">421</metric>
    <metric name="static-leakage-power" unit="uW">0.00166</metric>
    <metric name="power_density" unit="nW/um^2">101</metric>
    <metric name="pwr-share-seq" unit="%">53.1</metric>
    <metric name="power_switching" unit="uW">83.5</metric>
    <metric name="switching_share" unit="%">19.8</metric>
    <metric name="combinationalPowerShare" unit="%">3.6</metric>
    <metric name="power.share.clock" unit="%">43.3</metric>
  </group>
  <group name="drt">
    <metric name="detailroute.via_count" unit="">2354</metric>
    <metric name="drt_pre_antenna_iters" unit="">4</metric>
    <metric name="detailed_route_iter0_violations" unit="">66</metric>
    <metric name="vias_per_cell" unit="">4.65</metric>
    <metric name="diodes" unit="">0</metric>
    <metric name="post_drt_wl_per_cell" unit="um">12.5</metric>
    <metric name="ant_nets" unit="">0</metric>
    <metric name="total_length_of_routed_wires" unit="mm">6.34</metric>
    <metric name="drc" unit="">0</metric>
  </group>
  <group name="critical_path">
    <metric name="startpoint_type" unit="">flip-flop</metric>
    <metric name="endpoint_kind" unit="">primary output</metric>
    <metric name="timing.critical_path.slowest_cell_delay" unit="ns">0.60</metric>
    <metric name="critical_path_buffer_and_inverter_count" unit="">1</metric>
    <metric name="worst_path_max_delay_cell" unit="">sky130_fd_sc_hd__o41a_1</metric>
    <metric name="cp_cell_sequence" unit="">mux4_2 -&gt; and3b_1 -&gt; o41a_1 -&gt; clkdlybuf4s50_1</metric>
    <metric name="cp.required" unit="ns">3.76</metric>
    <metric name="critPathTopFamily" unit="">AND-OR/OR-AND gates</metric>
    <metric name="timing_worst_setup_path_type" unit="">flip-flop to primary output</metric>
    <metric name="timing.critical_path.fanout_max" unit="">19</metric>
    <metric name="cp.arrival" unit="ns">2.41</metric>
  </group>
  <group name="logic_synthesis">
    <metric name="postSynthCellCount" unit="">320</metric>
    <metric name="synth.yosys.chip_area" unit="um^2">3710</metric>
    <metric name="ys_cells" unit="">320</metric>
    <metric name="yosys_warnings" unit="">2</metric>
    <metric name="post_synth.cell_area_avg" unit="um^2">11.6</metric>
    <metric name="synthDistinctLibCells" unit="">52</metric>
    <metric name="synth_area" unit="um^2">3710</metric>
    <metric name="synth_top_flop_cell" unit="">sky130_fd_sc_hd__dfrtp_1</metric>
    <metric name="ys_seq_elements" unit="">82</metric>
    <metric name="edf_count" unit="">0</metric>
    <metric name="synthArstFlopShare" unit="%">100</metric>
    <metric name="seq_area_frac_synth" unit="%">55.4</metric>
  </group>
  <group name="min_path">
    <metric name="timing.hold.worst.class" unit="">flip-flop to flip-flop</metric>
  </group>
  <group name="flow_run">
    <metric name="warning_count" unit="">26</metric>
    <metric name="max_cap_violations" unit="">0</metric>
  </group>
</metrics>
==> per-stage QoR <==
stage          utilization (%)  hold WS, ns
2_1_floorplan                -        0.450
3_3_place_gp              34.1        0.483
3_5_place_dp              34.1        0.485
4_1_cts                   34.7        0.496
5_1_grt                   34.7        0.503
6_report                  34.7        0.488
==> sequential cells by signal, indices dropped and copies added (netlist names) <==
signal	flops
counter	26
register	18
debouncer1.DCNT	8
debouncer1.state	3
period	26
debouncer1.O	1
==> cells in the mapped netlist, drive strengths merged (2+ instances only) <==
library cell	n	share of area (%)
dfrtp	78	53
xnor2	26	6.1
nor2	25	2.5
xor2	22	5.2
nand2	21	2.1
nand3	16	2.5
nor3	13	2.0
nor2b	12	2.0
nand4	10	1.9
nor4	9	1.9
o21ai	8	1.1
and2	7	1.2
clkbuf	7	0.71
inv	7	0.71
mux2i	7	1.9
and4	5	1.2
ha	5	1.7
or3	5	1.0
dfstp	4	2.8
mux4	4	2.4
or4	3	0.71
a21oi	2	0.27
and3	2	0.34
nand4b	2	0.47
nor3b	2	0.54
==> worst register-to-register path, delay by kind of cell (launching register included) <==
| family | cells | cell delay (ns) |
|---|---|---|
| xor gates and xnor gates | 1 | 0.16 |
| adders and majority gates | 1 | 0.22 |
| DFF | 1 | 0.41 |
| and+or+nand+nor | 3 | 0.93 |
==> routing by layer <==
layer | vias to the layer above | GRT usage, % | share of wire, %
met1 | 1173 | 16.8 | 52
met5 | - | 0 | 0
met3 | 4 | 0.819 | 1.6
met4 | 0 | 0.702 | 0.68
met2 | 15 | 16.6 | 46
li1 | 1162 | - | -
==> path summary, 6_finish.rpt <==
path	start	cells after the start	slack [ns]	endpoint
max	period[4]	4	1.35	clock_out
min	period[9]	1	0.49	period[9]
max reg2reg	period[0]	5	2.86	period[22]
min reg2reg	period[9]	1	0.49	period[9]
max in group asynchronous	reset	2	3.14	period[11]
min in group asynchronous	reset	1	0.65	period[4]
==> cell type report <==
class / instances / area (um^2) / share of cell area, %
well taps: 168 / 210 / 5.02
repair buffers: 23 / 223 / 5.32
multi-input cells: 223 / 1600 / 38.2
inverters: 7 / 26.3 / 0.627
clock buffers: 3 / 75.1 / 1.79
flip-flops and latches: 82 / 2060 / 49.1
==> power groups by stage <==
stage	Combinational (uW)	Clock, uW	Sequential (uW)
CTS	16.3	187	224
global route	18.4	197	223
finish	15.3	183	224
==> cell families (layout without fill, tap and decap cells) <==
logic type | Yosys count | count (layout) | synth area share (%)
multiplexers | 12 | 12 | 4.62
AND-OR/OR-AND | 19 | 19 | 3.44
flip-flops | 82 | 82 | 55.4
buffers and inverters | 15 | 33 | 1.55
AND/OR/NAND/NOR | 139 | 139 | 22.0
XOR/XNOR | 48 | 48 | 11.3
adder cells (fa/ha/maj) | 5 | 5 | 1.68
No activity file was given, so power comes from the tool's default toggle rates.
