===== ./design.v =====
module lights(
	input wire RST,
	input wire CLOCK,
 	input wire KEY,
	output reg P_R,	
	output reg P_G,
	output reg A_R,
	output reg A_Y,	
	output reg A_G
	 );
parameter CNT_AG = 10, CNT_AY = 8, CNT_AR = 6, CNT_PG = 30, CNT_PE = 12, CNT_ARII = 9, CNT_ARY = 10;  
localparam START = 0, AUTO_GREEN = 1, ACTIVE_KEY = 2, SET_AUTO_YELLOW = 3, AUTO_YELLOW = 4, SET_AUTO_RED = 5, AUTO_RED = 6,
SET_PEOPLE_GREEN = 7, PEOPLE_GREEN = 8, SET_PEOPLE_END = 9, PEOPLE_END = 10, SET_AUTO_REDII = 11, AUTO_REDII = 12,
SET_AUTO_RED_YELLOW = 13, AUTO_RED_YELLOW = 14;
reg[3:0] state, next_state;
reg[31:0] CNT;
reg [31:0] period; 
wire CLK;
wire nRST = !RST;
always @(posedge CLOCK or posedge nRST)
	if(nRST) period = 0;
		else period = period + 1;
assign CLK = period[1];   
always@ (posedge CLK or posedge nRST)
if (nRST) state <= START;
else state <= next_state;
always@ (*)
begin
case (state)
	START:					next_state <= AUTO_GREEN;	
	AUTO_GREEN: 			if(KEY) next_state <= ACTIVE_KEY;
								else next_state <= AUTO_GREEN;
	ACTIVE_KEY: 			if(CNT == 0) next_state <= SET_AUTO_YELLOW;
								else next_state <= ACTIVE_KEY;
	SET_AUTO_YELLOW:		next_state <=AUTO_YELLOW;				
	AUTO_YELLOW:			if(CNT == 0) next_state <= SET_AUTO_RED;
								else next_state <= AUTO_YELLOW;
	SET_AUTO_RED:			next_state <= AUTO_RED;
	AUTO_RED:				if(CNT == 0) next_state <= SET_PEOPLE_GREEN;
								else next_state <= AUTO_RED;
	SET_PEOPLE_GREEN:		next_state <= PEOPLE_GREEN;
	PEOPLE_GREEN:			if(CNT == 0) next_state <= SET_PEOPLE_END;
								else next_state <= PEOPLE_GREEN;
	SET_PEOPLE_END:		next_state <= PEOPLE_END;
	PEOPLE_END:				if(CNT == 0) next_state <= SET_AUTO_REDII;
								else next_state <= PEOPLE_END;
	SET_AUTO_REDII:		next_state <= AUTO_REDII;
	AUTO_REDII:				if(CNT == 0) next_state <= SET_AUTO_RED_YELLOW;
								else next_state <= AUTO_REDII;
	SET_AUTO_RED_YELLOW:	next_state <= AUTO_RED_YELLOW;					
	AUTO_RED_YELLOW:		if(CNT == 0) next_state <= AUTO_GREEN;
								else next_state <= AUTO_RED_YELLOW;
	default : next_state<= START;
endcase
end
always@ (posedge CLK or posedge nRST)
		  if(nRST) CNT <= 'd0;
	else if(next_state == AUTO_GREEN) CNT <= CNT_AG;
	else if(next_state == ACTIVE_KEY) CNT <= CNT - 'd1; 
	else if(next_state == SET_AUTO_YELLOW) CNT <= CNT_AY;
	else if(next_state == AUTO_YELLOW) CNT <= CNT - 'd1;
	else if(next_state == SET_AUTO_RED) CNT <= CNT_AR;
	else if(next_state == AUTO_RED) CNT <= CNT - 'd1;
	else if(next_state == SET_PEOPLE_GREEN) CNT <= CNT_PG;
	else if(next_state == PEOPLE_GREEN) CNT <= CNT - 'd1;
	else if(next_state == SET_PEOPLE_END) CNT <= CNT_PE;
	else if(next_state == PEOPLE_END) CNT <= CNT - 'd1;
	else if(next_state == SET_AUTO_REDII) CNT <= CNT_ARII;
	else if(next_state == AUTO_REDII) CNT <= CNT - 'd1;
	else if(next_state == SET_AUTO_RED_YELLOW) CNT <= CNT_ARY;
	else if(next_state == AUTO_RED_YELLOW) CNT <= CNT - 'd1;
	else CNT <= 'd0;
always@ (posedge CLK or posedge nRST)
		  if(nRST) begin P_R <= 1'b0; P_G <= 1'b0; A_R <= 1'b0; A_Y <= 1'b0; A_G <= 1'b0; end
	else if(next_state == START) begin P_R <= 1'b0; P_G <= 1'b0; A_R <= 1'b0; A_Y <= 1'b0; A_G <= 1'b0; end
	else if(next_state == AUTO_GREEN) begin P_R <=1'b1; P_G <= 1'b0; A_R <= 1'b0; A_Y <= 1'b0; A_G <= 1'b1; end	
	else if(next_state == ACTIVE_KEY) begin P_R <= 1'b1; P_G <= 1'b0; A_R <= 1'b0; A_Y <= 1'b0; A_G <= 1'b1; end
	else if(next_state == AUTO_YELLOW) begin P_R <= 1'b1; P_G <= 1'b0; A_R <= 1'b0; A_Y <= 1'b1; A_G <= 1'b0; end
	else if(next_state == AUTO_RED) begin P_R <= 1'b1; P_G <= 1'b0; A_R <= 1'b1; A_Y <= 1'b0; A_G <= 1'b0; end
	else if(next_state == PEOPLE_GREEN) begin P_R <= 1'b0; P_G <= 1'b1; A_R <= 1'b1; A_Y <= 1'b0; A_G <= 1'b0; end
	else if(next_state == PEOPLE_END) begin P_R <= 1'b0; P_G <= period[2]; A_R <= 1'b1; A_Y <= 1'b0; A_G <= 1'b0; end   
	else if(next_state == AUTO_REDII) begin P_R <= 1'b1; P_G <= 1'b0; A_R <= 1'b1; A_Y <= 1'b0; A_G <= 1'b0; end
	else if(next_state == AUTO_RED_YELLOW) begin P_R <= 1'b1; P_G <= 1'b0; A_R <= 1'b1; A_Y <= 1'b1; A_G <= 1'b0; end	
endmodule 

===== ./run.sh =====
#!/bin/bash
# OpenROAD 26Q1-2900-gdf79404cd8, Yosys 0.63+post, stock flow scripts
make -C /OpenROAD-flow-scripts/flow DESIGN_CONFIG=/design/flow/config.mk WORK_HOME=/design/flow/orfs finish

===== ./config.mk =====
export PLATFORM = sky130hd
export DESIGN_NAME = lights
export DESIGN_NICKNAME = lights
export VERILOG_FILES = /design/flow/design.v
export SDC_FILE = /design/flow/constraint.sdc
export NUM_CORES = 4
export LEC_CHECK = 1
export CORE_UTILIZATION = 50

===== ./constraint.sdc =====
current_design lights

set clk_period 1.6
set clk_io_pct 0.2

create_clock -name clk0 -period $clk_period [get_ports {CLOCK}]

set non_clock_inputs [all_inputs -no_clocks]
set_input_delay [expr $clk_period * $clk_io_pct] -clock clk0 $non_clock_inputs
set_output_delay [expr $clk_period * $clk_io_pct] -clock clk0 [all_outputs]

==> out/results.tsv <==
stage	metric	value	unit
detailed_routing	drtIter0Drc	56	
sta	hold_ws	0.0608	ns
clock_network	clock_path_buffers	2	
run_status	outcome	complete, no violations	
floorplanning	core_area	4820	µm²
job	warnings	26	
synthesis	ys_seq_share	53.8	%
clock_network	cts_tree	yes	
detailed_routing	drcViolationCount	0	
sta	tns	0	ns
clock_network	cts_buffers	3	
detailed_routing	via_per_inst	5.43	
worst_setup_path	path_class	flip-flop to flip-flop	
global_route	grt_antenna_before_repair	0	
worst_setup_path	critPathLaunchType	flip-flop	
global_route	grt-ovfl-total	0	
sta	finalClockSkew	0.00275	ns
detailed_routing	wl_per_cell	13.9	µm
sta	hold_viol_final	0	
floorplanning	die_w	73.6	µm
layout	nFillCells	428	
placement	io_buffers	7	
clock_network	cts_hold_buf	0	
sta	fin_crit_sh	52.7	%
synthesis	yosysWarnings	1	
power_and_ir_drop	power.density	124	nW/µm²
floorplanning	chip_area	5410	µm²
clock_network	cts_setup_buffers	0	
global_route	grt_usage	19.1	%
placement	gp_congestion	0.816	
clock_network	cts-htree-levels	1	
sta	fmax	1180	MHz
sta	slew_violations	0	
layout	logic_area	1140	µm²
clock_network	clk_latency	0.21	ns
detailed_routing	vias	1764	
power_and_ir_drop	leakage	1.26	nW
worst_setup_path	critPathMaxFanout	2	
clock_network	cts-root-buf	clkbuf_8	
floorplanning	fp_util	53.1	%
layout	synthToLayoutAreaGrowth	7.28	%
clock_network	post_cts_resized	0	
floorplanning	rows	25	
detailed_routing	firstDrtPassIters	4	
synthesis	edf_count	0	
sta	unclocked_pins	52	
global_route	grt_max_degree	53	
detailed_routing	antenna_left	0	
sta	setup_viol	0	
global_route	grt_pass1_vias	1747	
global_route	grt_pass1_wl	7.89	mm
synthesis	netlist_area	2560	µm²
clock_network	path_clk_slew	0.03	ns
hold_path	hold_class	primary input to async pin	
layout	drive_gt1_share	9.30	%
detailed_routing	routed_wl	4.53	mm
synthesis	yosys_cells	249	
layout	seq_area	1380	µm²
floorplanning	io_pins	8	
sta	period_minus_slack	0.844	ns
synthesis	synthCells	249	
worst_setup_path	worstPathRequired	1.70	ns
synthesis	async_flop_share	100	%
worst_setup_path	arrival	0.94	ns
synthesis	ys_types	44	
detailed_routing	antenna_cells	0	
power_and_ir_drop	ir_drop	0.552	mV
worst_setup_path	critPathCaptureType	flip-flop	
sta	worst_pin_slew	0.851	ns
job	maxCapViolations	0	
synthesis	syn_avg_cell_area	10.3	µm²
synthesis	yosys_register_bits	55	
sta	slew_headroom	42.8	%
synthesis	yosys_most_used_dff	dfrtp_1	
synthesis	yosysChipArea	2560	µm²
worst_setup_path	rr_worst_depth	2	
floorplanning	die_y	73.6	µm
sta	grt_setup_unrepaired	no	
sta	untimed_endpoints	56	
placement	place_hpwl	3.24	mm
[where the power goes]
part           switching, mW  internal [mW]  leakage (nW)
logic                 0.0364        0.00867         0.505
registers                  0         0.0761         0.728
clock network         0.0485          0.170        0.0228
[per-stage QoR]
step / worst slack (ns) / instance area [µm²] / utilization, % / power [mW] / cells
global placement: 0.765 / 2700 / 56.1 / 0.125 / 321
global route: 0.715 / 2750 / 57.0 / 0.361 / 325
finish: 0.756 / 2750 / 57.0 / 0.339 / 325
floorplan: 0.231 / 2560 / - / 0.0881 / 249
CTS: 0.751 / 2750 / 57.0 / 0.347 / 325
detailed placement: 0.761 / 2700 / 56.1 / 0.124 / 321
[routing by layer]
metal	GRT usage (%)	routed length, µm	vias to the layer above
met5	0	0	-
met4	0.214	0	0
met3	2.36	107	0
met2	31.2	2090	25
met1	31.0	2330	848
li1	-	-	891
[cell families (layout without fill, tap and decap cells)]
logic type / Yosys count / after routing / synth area share (%)
simple gates: 121 / 121 / 24.3
flops: 55 / 55 / 53.8
compound gates: 33 / 33 / 9.29
xor+xnor: 27 / 27 / 9.24
buf+inv: 9 / 18 / 1.76
fa+ha+maj: 3 / 3 / 1.47
other cells: 1 / 1 / 0.146
[critical path: stages (launching register included)]
cell     delay (ns)
dfrtp_1        0.37
ha_1           0.20
xor2_1         0.16
[path summary, 6_finish.rpt]
| kind | endpoint | from | slack (ns) |
|---|---|---|---|
| setup / recovery | period[2] | period[1] | 0.76 |
| hold / removal | period[2] | RST | 0.06 |
| setup reg to reg | period[2] | period[1] | 0.76 |
| hold reg to reg | period[0] | period[0] | 0.42 |
| max in group asynchronous | period[0] | RST | 1.22 |
| min in group clk0 | period[0] | period[0] | 0.42 |
[state kept, by name, summed over array words and instances (netlist names)]
| name | cells |
|---|---|
| state | 15 |
| CNT | 32 |
| P_R | 1 |
| A_R | 1 |
| A_G | 1 |
| P_G | 1 |
| A_Y | 1 |
| period | 3 |
[placed cells by master (no fill, tap or decap), drive strengths merged, types with 7 or more instances in the layout]
| cell type | Yosys | routed |
|---|---|---|
| nor4 | 12 | 12 |
| or4 | 8 | 8 |
| and2 | 7 | 7 |
| nor3 | 10 | 10 |
| xnor2 | 19 | 19 |
| a21oi | 10 | 10 |
| nand2 | 12 | 12 |
| dfrtp | 54 | 54 |
| a21o | 7 | 7 |
| nor2 | 50 | 50 |
| xor2 | 8 | 8 |
[cell usage after synthesis (all sizes together), types with 2 or more instances]
library cell	n	area share (%)
xor2	8	2.7
nand2	12	1.8
and3	3	0.73
nand3	6	1.2
and2	7	2.0
a21o	7	2.1
nand4	3	0.73
nor4	12	3.2
a22o	2	0.68
o22ai	4	0.98
buf	4	1.0
dfrtp	54	53
ha	3	1.5
inv	4	0.59
o41ai	2	0.68
nor2	50	7.3
nor3	10	2.0
or2	3	0.73
or4	8	2.6
or3	2	0.49
a21oi	10	2.4
xnor2	19	6.5
[cell type report]
| class | count | area share [%] |
|---|---|---|
| clock buffers | 4 | 1.64 |
| inverters | 4 | 0.547 |
| well taps | 67 | 3.05 |
| multi-input cells | 185 | 41.4 |
| flip-flops and latches | 55 | 50.2 |
| repair buffers | 10 | 3.19 |
Power figures rest on the tool's default switching activity, not on a simulated workload.
