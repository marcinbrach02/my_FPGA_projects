## run.sh

```bash
#!/bin/bash
# OpenROAD 26Q1-2900-gdf79404cd8, Yosys 0.63+post, stock flow scripts
make -C /OpenROAD-flow-scripts/flow DESIGN_CONFIG=/design/flow/config.mk WORK_HOME=/design/flow/orfs finish
```

## design.v

```verilog
`timescale  1 ps / 1 ps
`default_nettype none
module distributed_fifo_shift
#(
  parameter WIDTH    = 16 , 
  parameter AWIDTH   = 5  ,
  parameter BUSY_NUM = 6
)
(
  input  wire              fi_clk    ,
  input  wire              fi_rst    ,
  input  wire              fi_stb   ,
  input  wire  [WIDTH-1:0] fi_dat   ,
  output wire              fi_busy  ,
  output wire              fi_empty ,
  output wire              fi_error , 
  output wire              fo_stb   ,
  input  wire              fo_ack   ,
  output wire  [WIDTH-1:0] fo_dat  
);
parameter CAPACITY = 1 << AWIDTH; 
reg   [WIDTH-1:0] ff_dat [0:CAPACITY-1];
reg    [AWIDTH:0] ff_sel;
reg    [AWIDTH:0] ff_num;
reg    [AWIDTH:0] ff_bnm;
wire   [AWIDTH:0] fx_sel;
wire   [AWIDTH:0] fx_num;
wire   [AWIDTH:0] fx_bnm;
assign fi_empty    = ff_sel[AWIDTH];
assign fi_error    = ff_num[AWIDTH];
assign fi_busy      = ff_bnm[AWIDTH];
always@(posedge fi_clk or posedge fi_rst)
if(fi_rst) begin
  ff_sel   <= {(AWIDTH+1){1'b1}};  
  ff_num   <= {(AWIDTH+1){1'b0}};  
  ff_bnm   <= BUSY_NUM;  
end else begin  
  ff_sel   <= ff_sel;
  ff_num   <= ff_num; 
  ff_bnm   <= ff_bnm;  
  if (fi_stb) begin
    if (!fo_ack||fi_empty) begin 
      ff_sel <= ff_sel+1;
      ff_num <= ff_num+1;
      ff_bnm <= ff_bnm+1;
    end
  end else begin
    if (fo_ack&&!fi_empty) begin
      ff_sel <= ff_sel-1;
      ff_num <= ff_num-1;
      ff_bnm <= ff_bnm-1;
    end    
  end
end  
integer i; 
always@(posedge fi_clk)
begin
  if(fi_stb) begin 
    ff_dat[4'h0] <= fi_dat;
    for (i=1; i<CAPACITY; i=i+1)
    begin
      ff_dat[i] <= ff_dat[i-1];
    end
  end
end 
assign fo_dat = ff_dat [ ff_sel[AWIDTH-1:0] ];
assign fo_stb = !fi_empty;
endmodule
```

## config.mk

```make
export PLATFORM = sky130hd
export DESIGN_NAME = distributed_fifo_shift
export DESIGN_NICKNAME = distributed_fifo_shift
export VERILOG_FILES = /design/flow/design.v
export SDC_FILE = /design/flow/constraint.sdc
export NUM_CORES = 4
export LEC_CHECK = 1
export CORE_UTILIZATION = 30
```

## constraint.sdc

```tcl
current_design distributed_fifo_shift

set clk_period 3.7
set clk_io_pct 0.2

create_clock -name clk0 -period $clk_period [get_ports {fi_clk}]

set non_clock_inputs [all_inputs -no_clocks]
set_input_delay [expr $clk_period * $clk_io_pct] -clock clk0 $non_clock_inputs
set_output_delay [expr $clk_period * $clk_io_pct] -clock clk0 [all_outputs]
```

==> reports/qor.json <==
{
  "outcome": {
    "outcome": "complete, but fails checks",
    "failed_checks": "negative setup slack"
  },
  "global_route": {
    "grt_max_degree": 131,
    "number_of_global_route_vias_before_repair": 13500,
    "initial_antenna_violation_count": 0,
    "global_route.usage.total": 0.191,
    "grt_first_pass_wirelength_microns": 88900,
    "grt_total_ovfl": 0
  },
  "pwr": {
    "power.static_leakage_uw": 0.00912,
    "p_per_cell_area_nw_per_um2": 734,
    "peakVddDrop_v": 0.000379
  },
  "setup_path": {
    "wp_data_arrival_ns": 3.07,
    "setup_slack_reg_to_reg_ns": 1.25,
    "cp-start-kind": "flip-flop",
    "cp-end-kind": "primary output",
    "crit_type": "flip-flop to primary output",
    "crit_path_max_fanout": 5,
    "critical_path_required_ns": 2.96,
    "worstRegToRegCells": 8
  },
  "yosys": {
    "asyncSetResetFlopFracSynth": 0.0340,
    "synth_chip_area_sq_um": 20300,
    "yosysWarningCount": 2,
    "yosys.cell_types.count": 66,
    "syn_area_sq_um": 20300,
    "synth_cells": 1204,
    "ys_seq_elements": 530,
    "yosys-stat-cells": 1204,
    "fraction_of_the_yosys_area_taken_by_sequential_cells": 0.781,
    "synth-edff-count": 512,
    "synthesis.area_per_instance_sq_um": 16.8,
    "dominantRegCellSynth": "sky130_fd_sc_hd__edfxtp_1"
  },
  "final_timing": {
    "maxClockFrequency_ghz": 0.262,
    "worst_slew_margin_rel": 0.498,
    "fin_worst_skew_ns": 0.0177,
    "finalClockPeriodUsage": 1.03,
    "setup_viol_count_final": 1,
    "hold_viol": 0,
    "fin_ws_ns": -0.110,
    "rsz_0062_raised_after_global_routing": "yes",
    "timing_max_transition_violations_final": 0,
    "timing.setup.tns_ns": -0.110,
    "timing.final.crit_period_ns": 3.81,
    "max_slew.worst_pin.slew_ns": 0.754
  },
  "layout": {
    "layoutNonFillerInstCount": 2370,
    "layout.area.comb_sq_um": 4760,
    "register_cell_area_after_layout_sq_um": 15800,
    "filler_cell_count": 5842,
    "drive_gt1_frac": 0.308,
    "design_area_sq_um": 26200,
    "area_growth_syn_to_layout_pct": 29.1
  },
  "placement": {
    "setup_ws_pre_cts_ns": -0.0151,
    "port_buffers": 39,
    "dpl.cell_count": 2164,
    "gp_routability_congestion": 0.927,
    "hpwl_microns": 38400,
    "place_area_sq_um": 22500
  },
  "clock_tree": {
    "total_cts_buffers": 53,
    "cts_tree": "done",
    "cts.sinks": 530,
    "worst_skew_pair.late_latency_ns": 0.60,
    "clock-root-buffer": "sky130_fd_sc_hd__clkbuf_16",
    "clkSlewWorstSetupHoldPaths_ns": 0.06,
    "cts_hold_buffers": 0,
    "htreeDepth": 2,
    "max-clock-path-buffers": 3
  },
  "route": {
    "drt_pre_antenna_iters": 5,
    "drt_drc_violations_left": 0,
    "postRouteWirelength_microns": 61400,
    "detail_route.wl_per_cell_microns": 25.9,
    "avgViaCountPerCell": 5.45,
    "vias_after_detailed_routing": 12900,
    "ant_nets": 0,
    "drt_iter0_drc": 1035
  },
  "die": {
    "design.portCount": 40,
    "chip_area_sq_um": 68600,
    "fp_util": 0.306,
    "row_count": 94,
    "die_h_microns": 262,
    "design.core.area_sq_um": 66300,
    "die_width_microns": 262
  },
  "hold_path": {
    "worstHoldPathType": "flip-flop to flip-flop",
    "hold_path_depth": 0
  },
  "run": {
    "timing.max_cap.violations": 0,
    "warning_count": 33
  }
}
final timing paths:
kind / from / to
max in group asynchronous: fi_rst / ff_sel[4]
min in group asynchronous: fi_rst / ff_num[5]
max reg2reg: ff_sel[1] / ff_sel[3]
min: ff_dat[30][5] / ff_dat[31][5]
max: ff_sel[0] / fo_dat[1]
min reg2reg: ff_dat[30][5] / ff_dat[31][5]
sequential cells by signal, indices dropped and copies added, names as in the netlist:
register,cells
ff_sel,6
ff_dat,512
ff_bnm,6
ff_num,6
synth_stat cells (9+ instances only):
cell                       count  share of area
sky130_fd_sc_hd__a21oi_1      35         0.0086
sky130_fd_sc_hd__a221oi_1     12         0.0052
sky130_fd_sc_hd__a22o_1       20         0.0086
sky130_fd_sc_hd__a22oi_1     162          0.060
sky130_fd_sc_hd__a31oi_1       9         0.0028
sky130_fd_sc_hd__buf_2        42          0.010
sky130_fd_sc_hd__clkbuf_1     11         0.0020
sky130_fd_sc_hd__dfrtp_1      10          0.012
sky130_fd_sc_hd__edfxtp_1    512           0.76
sky130_fd_sc_hd__ha_1         12         0.0074
sky130_fd_sc_hd__mux2_2       14         0.0078
sky130_fd_sc_hd__mux2i_1      13         0.0064
sky130_fd_sc_hd__nand2_1      52         0.0096
sky130_fd_sc_hd__nand3_1      22         0.0054
sky130_fd_sc_hd__nand4_1      29         0.0089
sky130_fd_sc_hd__nor2_1       57          0.011
sky130_fd_sc_hd__nor3_1       16         0.0039
sky130_fd_sc_hd__o21ai_0      22         0.0054
routing by layer:
layer  share of wire  wire length (microns)  vias up  GRT usage
met2            0.42                  26000      996      0.261
met5          0.0015                     89        -    0.00417
li1                -                      -     5452          -
met4           0.048                   2960        4     0.0647
met3            0.18                  10800      174      0.144
met1            0.35                  21500     6287      0.238
cell families (layout without fill, tap and decap cells):
| logic type | count (synthesis) | count (layout) | synth area share |
|---|---|---|---|
| xor gates and xnor gates | 14 | 14 | 0.00605 |
| other | 0 | 1 | 0 |
| adders and majority gates | 15 | 15 | 0.0104 |
| buffers and inverters | 70 | 371 | 0.0172 |
| AOI/OAI and AO/OA | 312 | 312 | 0.112 |
| and+or+nand+nor | 236 | 236 | 0.0594 |
| muxes | 27 | 27 | 0.0142 |
| DFF | 530 | 530 | 0.781 |
through the flow:
stage                      util  hold WS, ns  power [uW]
after floorplan               -        0.418        9720
after global placement    0.339        0.426       12400
after detailed placement  0.339        0.430       12400
after CTS                 0.386        0.438       18900
after global routing      0.395        0.453       19900
final                     0.395        0.442       19200
critical path: stages, from the launching register on:
cell and delay, ns:
sky130_fd_sc_hd__dfstp_4 0.70, sky130_fd_sc_hd__buf_8 0.18, sky130_fd_sc_hd__nor2b_4 0.06, sky130_fd_sc_hd__and3_2 0.23, sky130_fd_sc_hd__buf_6 0.16, sky130_fd_sc_hd__a22oi_1 0.18, sky130_fd_sc_hd__nand2_1 0.11, sky130_fd_sc_hd__nor4_4 0.32
sky130_fd_sc_hd__a21oi_2 0.10, sky130_fd_sc_hd__clkdlybuf4s50_1 0.42
where the power goes:
group	switching (uW)	internal, uW	total, uW	leakage (uW)
logic	3460	3050	6510	0.00311
clock network	2290	2970	5260	0.000801
registers	328	7120	7450	0.00521
cell type report:
class | count | area share
Tap cell | 864 | 0.0413
Inverter | 7 | 0.00100
Timing Repair Buffer | 270 | 0.107
Multi-Input combinational cell | 604 | 0.182
Clock inverter | 33 | 0.0113
Antenna cell | 1 | 0.0000956
Clock buffer | 61 | 0.0518
Sequential cell | 530 | 0.605
repair_timing:
item	in CTS	in global routing
setup endpoints to repair	16	16
pin swaps	54	54
hold endpoints to repair	0	0
cloned	3	0
setup buffers	82	30
gates resized	205	77
cell usage in the layout, fill, tap and decap left out, types with 11 or more instances in the layout:
cell / synthesis / final
sky130_fd_sc_hd__mux2_2: 14 / 14
sky130_fd_sc_hd__nand4_1: 29 / 29
sky130_fd_sc_hd__mux2i_1: 13 / 13
sky130_fd_sc_hd__o21ai_0: 22 / 21
sky130_fd_sc_hd__buf_4: 5 / 139
sky130_fd_sc_hd__clkinv_1: 0 / 12
sky130_fd_sc_hd__clkbuf_16: 0 / 53
sky130_fd_sc_hd__nand3_1: 22 / 21
sky130_fd_sc_hd__nor3_1: 16 / 11
sky130_fd_sc_hd__nor2_1: 57 / 40
sky130_fd_sc_hd__a22oi_2: 0 / 25
sky130_fd_sc_hd__clkdlybuf4s50_1: 0 / 23
sky130_fd_sc_hd__nand2_1: 52 / 49
sky130_fd_sc_hd__buf_12: 0 / 33
sky130_fd_sc_hd__nor2_4: 1 / 16
sky130_fd_sc_hd__ha_1: 12 / 12
sky130_fd_sc_hd__a22oi_1: 162 / 137
sky130_fd_sc_hd__buf_6: 2 / 47
sky130_fd_sc_hd__a21oi_2: 0 / 13
sky130_fd_sc_hd__a22o_1: 20 / 20
sky130_fd_sc_hd__a21oi_1: 35 / 22
sky130_fd_sc_hd__edfxtp_1: 512 / 512
Power is estimated from default activity; no workload was simulated.
